## flow/config.mk

```make
export PLATFORM = sky130hd
export DESIGN_NAME = ALUOp
export DESIGN_NICKNAME = ALUOp
export VERILOG_FILES = /design/flow/design.v
export SDC_FILE = /design/flow/constraint.sdc
export NUM_CORES = 4
export LEC_CHECK = 1
export CORE_AREA = 10 10 70 70
export DIE_AREA = 0 0 80 80
```

## flow/constraint.sdc

```tcl
current_design ALUOp

set clk_period 1.7
set clk_io_pct 0.2

create_clock -name clk0 -period $clk_period

set non_clock_inputs [all_inputs -no_clocks]
set_input_delay [expr $clk_period * $clk_io_pct] -clock clk0 $non_clock_inputs
set_output_delay [expr $clk_period * $clk_io_pct] -clock clk0 [all_outputs]
```

## flow/design.v

```verilog
`timescale 1ns / 1ps
module ALUOp(
    input [5:0] opcode,
    output reg [5:0] ALUopcode,
    output reg arithmetic_op);
    always @ (opcode) begin
        case (opcode)
            6'h04: ALUopcode = 6'h22;
            6'h05: ALUopcode = 6'h22;
            6'h01: ALUopcode = 6'h2A;
            6'h06: ALUopcode = 6'h2A;
            6'h07: ALUopcode = 6'h2A;
            6'h20: ALUopcode = 6'h20;
            6'h23: ALUopcode = 6'h20;
            6'h28: ALUopcode = 6'h20;
            6'h2B: ALUopcode = 6'h20;
            6'h03: ALUopcode = 6'h20;
            default: ALUopcode = opcode;
        endcase
        case (opcode)
            6'h00: arithmetic_op = 1;
            6'h08: arithmetic_op = 1;
            6'h09: arithmetic_op = 1;
            6'h0C: arithmetic_op = 1;
            6'h0D: arithmetic_op = 1;
            6'h0E: arithmetic_op = 1;
            6'h0F: arithmetic_op = 1;
            6'h0A: arithmetic_op = 1;
            6'h0B: arithmetic_op = 1;
            default: arithmetic_op = 0;
        endcase
    end
endmodule
```

## flow/run.sh

```bash
#!/bin/bash
# OpenROAD 26Q1-2900-gdf79404cd8, Yosys 0.63+post, stock flow scripts
make -C /OpenROAD-flow-scripts/flow DESIGN_CONFIG=/design/flow/config.mk WORK_HOME=/design/flow/orfs finish
```

==> deck_impl_summary.md <==
Synthesis and Place & Route Summary

Pwr
  – Register share of total power: 0%
  – Logic gate share of total power: 100.0%
  – Sw Share: 42.06%
  – Maximum VDD drop: 0.00003954 V
  – Power Density: 206.8 nW/µm²
  – Leak: 0.1808 nW
  – Part of the power in the clock network: 0%
  – Psw: 36.24 µW
  – Power Internal: 49.93 µW

STA
  – Slew at the pin closest to its max-slew limit: 0.1926 ns
  – Post-route clock period utilization: 96.57%
  – Setup TNS: 0 ns
  – Final Hold Viols: 0
  – Max frequency: 609.1 MHz
  – Final setup fails: 0
  – Clock period minus final worst setup slack: 1.642 ns
  – Max Slew Vio Count: 0
  – Unrepaired setup endpoints after global routing: false
  – Max-slew headroom: 87.09%

Finish
  – # fillers: 399
  – Layout area overhead: 175.2%
  – Clock buffers: 0
  – FF+latch area: 0 µm²
  – FFs & Latches: 0
  – Cell Count, Final, Fillers Out: 96
  – Final instance area: 416.7 µm²
  – Share of cells above drive strength 1: 50.00%

GRT
  – Vias in the first global route: 285
  – Largest net degree at the start of global routing: 6
  – Gr ovfl total: 0
  – First-pass GRT wire length: 1386 µm
  – GR Util All Layers: 2.586%
  – Initial antenna violation count: 0

Critical path
  – CP Class: primary input to primary output
  – CP required: 1.36 ns
  – Worst EP arrival: 1.30 ns
  – Buf+Inv Stages, Crit Path: 2
  – Top cell by count, worst path: dlygate4sd2_1
  – Crit-path slowest cell: or2_1
  – Crit-path max FO: 3
  – Critical Path Source Type: primary input
  – Max incr delay on CP: 0.26 ns
  – Crit. Startpoint: opcode[0]
  – Cell chain of the critical path: dlygate4sd2_1, or2_1, nor2_1, o21a_1, dlygate4sd2_1
  – CP top delay family: buffers and inverters
  – Critical Path Sink Type: primary output

Floorplan
  – Width of the die: 80 µm
  – Die ar.: 6400 µm²
  – Ports: 13
  – Die Y: 80 µm
  – Core Area: 3416 µm²
  – Row count: 21
  – Initial Utilization: 4.432%

Logic synthesis
  – Unique cell types: 19
  – Post-synthesis cell area: 151.4 µm²
  – Avg Cell Area, Syn: 5.607 µm²
  – Cell total in the yosys stat output: 27
  – Register area share after synthesis: 0%
  – Yosys Chip Area: 151.4 µm²
  – Ys Warns: 1
  – Mapped Cells: 27

Placement
  – Gpl congestion: 0.7752
  – Area after DPL: 391.6 µm²
  – I/O Buffers: 13
  – Dpl cells: 93
  – DP HPWL: 659.8 µm

Routing
  – Ant diodes: 0
  – Final ANT Viol Nets: 0
  – Routed length per instance: 9.271 µm
  – Vias: 291
  – Post-detailed-routing wire length: 890 µm
  – DR pass1 iterations: 4
  – DRT iter0 DRCs: 3
  – Vias/cell: 3.031
  – DRC: 0

Flow run
  – OpenROAD warning count: 33
  – Max Cap Viol: 0

Worst hold path
  – Worst Min Path Start: opcode[1]
  – Hold/Removal Path Class: primary input to primary output

Run status
  – Run status: completed
## cell families after synthesis
kind of cell	share of synthesized area, %
AND-OR/OR-AND	33.05
buffers and inverters	14.87
AND/OR/NAND/NOR	52.08
## layer usage
metal / vias up / wire, µm / GRT usage, %
met5: - / 0 / 0
met4: 0 / 0 / 0
met3: 0 / 115 / 1.136
met2: 11 / 317 / 3.772
met1: 138 / 457 / 3.626
li1: 142 / - / -
## power groups by stage
| stage | clock network (mW) | registers [mW] | logic (mW) |
|---|---|---|---|
| finish | 0 | 0 | 0.0862 |
| CTS | 0 | 0 | 0.0852 |
| global route | 0 | 0 | 0.0954 |
## worst min-delay path: stages
cell and delay (ns):
buf_2 0.13, a21oi_2 0.10, a31oi_1 0.06, clkbuf_2 0.09
## layout by cell type (no fill, tap or decap)
master and n:
clkdlybuf4s50_1 2, nand3_1 1, a31oi_2 1, clkdlybuf4s15_2 1
o21a_1 2, o21ai_1 1, or2_1 1, dlymetal6s2s_1 1
clkbuf_2 1, nor2b_1 1, buf_4 10, inv_2 2
a21oi_1 1, a21oi_2 1, o31ai_2 1, nand2b_1 1
buf_6 2, clkdlybuf4s15_1 1, nand4_1 1, a31oi_1 1
nand2_1 2, nand3b_1 1, buf_2 4, nor2_1 5
nor3_2 2, dlygate4sd2_1 3
## cells in the mapped netlist
master,count,area share [%]
inv_1,1,2.5
inv_2,1,2.5
nand4_1,1,4.1
nand2b_1,1,4.1
nor3_2,1,6.6
buf_6,1,7.4
nor2b_1,1,4.1
a21oi_1,2,6.6
nand3_1,1,3.3
clkbuf_1,1,2.5
nor3_1,1,3.3
a31oi_1,2,8.3
o21a_1,2,9.9
o21ai_0,1,3.3
nand3b_1,1,5.0
or2_1,1,4.1
nand2_1,2,5.0
nor2_1,5,12
o31ai_1,1,5.0
## area by class of cell
class | instances | area [µm²] | share of cell area, %
well taps | 46 | 57.56 | 13.81
inverters | 2 | 7.507 | 1.802
multi-input cells | 23 | 148.9 | 35.74
repair buffers | 25 | 202.7 | 48.65
## worst paths after layout
path,end,slack [ns],cells after the start
hold / removal,ALUopcode[1],1.05,4
setup / recovery,arithmetic_op,0.06,5
## per-stage QoR
stage | power, mW | hold WS, ns | utilization (%) | setup slack, ns
2_1_floorplan | 0.02232 | 0.7115 | - | 0.5832
3_3_place_gp | 0.08463 | 1.750 | 11.47 | -0.5346
3_5_place_dp | 0.08435 | 1.738 | 11.47 | -0.5259
4_1_cts | 0.08521 | 1.167 | 12.12 | -0.00004408
5_1_grt | 0.09544 | 1.109 | 12.20 | 0.002150
6_report | 0.08617 | 1.052 | 12.20 | 0.05830
## what timing repair did
item                                   4_1_cts  5_1_grt
pin swaps                                    9        2
setup endpoints to repair                    7        3
hold buffers                                 0        0
resized                                     30        6
buffers inserted                             3        0
endpoints found under the hold margin        0        0
Power is estimated from default activity; no workload was simulated.
